<file path="flow/run.sh">
#!/bin/bash
# OpenROAD 26Q1-2900-gdf79404cd8, Yosys 0.63+post, stock flow scripts
make -C /OpenROAD-flow-scripts/flow DESIGN_CONFIG=/design/flow/config.mk WORK_HOME=/design/flow/orfs finish
</file>
<file path="flow/config.mk">
export PLATFORM = sky130hd
export DESIGN_NAME = InstAndDataMemory
export DESIGN_NICKNAME = InstAndDataMemory
export VERILOG_FILES = /design/flow/design.v
export SDC_FILE = /design/flow/constraint.sdc
export NUM_CORES = 4
export LEC_CHECK = 1
export CORE_UTILIZATION = 30
</file>
<file path="flow/constraint.sdc">
current_design InstAndDataMemory

set clk_period 7.1
set clk_io_pct 0.2

create_clock -name clk0 -period $clk_period [get_ports {clk}]

set non_clock_inputs [all_inputs -no_clocks]
set_input_delay [expr $clk_period * $clk_io_pct] -clock clk0 $non_clock_inputs
set_output_delay [expr $clk_period * $clk_io_pct] -clock clk0 [all_outputs]
</file>
<file path="flow/design.v">
`timescale 1ns / 1ps
module InstAndDataMemory(reset, clk, Address, Write_data, MemRead, MemWrite, Mem_data);
	input reset;
	input clk;
	input [31:0] Address;
	input [31:0] Write_data;
	input MemRead;
	input MemWrite;
	output [31:0] Mem_data;
	parameter RAM_SIZE = 256;
	parameter RAM_SIZE_BIT = 8;
	parameter RAM_INST_SIZE = 32;
	reg [31:0] RAM_data[RAM_SIZE - 1: 0];
	assign Mem_data = MemRead? RAM_data[Address[RAM_SIZE_BIT + 1:2]]: 32'h00000000;
	integer i;
	always @(posedge reset or posedge clk) begin
		if (reset) begin
            RAM_data[8'd0] <= {6'h08, 5'd0 , 5'd4 , 16'h2f5b};
            RAM_data[8'd1] <= {6'h09, 5'd0 , 5'd5 , 16'hcfc7};
            RAM_data[8'd2] <= {6'h00, 5'd0 , 5'd5 , 5'd6 , 5'd16 , 6'h00};
            RAM_data[8'd3] <= {6'h00, 5'd0 , 5'd6 , 5'd7 , 5'd16 , 6'h03};
            RAM_data[8'd4] <= {6'h04, 5'd7 , 5'd5 , 16'h0001};
            RAM_data[8'd5] <= {6'h0f, 5'd0 , 5'd4 , 16'h56ce};
            RAM_data[8'd6] <= {6'h00, 5'd6 , 5'd4 , 5'd8 , 5'd0 , 6'h20};
            RAM_data[8'd7] <= {6'h00, 5'd0 , 5'd8 , 5'd9 , 5'd8 , 6'h03};
            RAM_data[8'd8] <= {6'h08, 5'd0 , 5'd10, 16'hd0a5};
            RAM_data[8'd9] <= {6'h00, 5'd4 , 5'd10 , 5'd2 , 5'd0 , 6'h2a};
            RAM_data[8'd10] <= {6'h00, 5'd4 , 5'd10 , 5'd3 , 5'd0 , 6'h2b};
            RAM_data[8'd11] <= {6'h02, 26'd11};
			for (i = RAM_INST_SIZE - 1; i < RAM_SIZE; i = i + 1)
				RAM_data[i] <= 32'h00000000;
		end else if (MemWrite) begin
			RAM_data[Address[RAM_SIZE_BIT + 1:2]] <= Write_data;
		end
	end
endmodule
</file>
==> impl_metrics.csv <==
group,metric,value,unit
drt,drc,0,
yosys,synthCells,26363,
grt,overflow,0,
final_timing,period_needed,7.227,ns
yosys,synth_cell_type_count,94,
yosys,yosysWarnings,2,
clock_tree,numCtsBuffers,858,
drt,drtIter0Drc,20939,
power,power_density,243.5,nW/um^2
yosys,synth_flops,8192,
setup_path,critical_path_class,"input port to output pin",
clock_tree,clkTransAtPathRegs,0.05,ns
clock_tree,clockBufferDepth,5,
worst_hold_path,hold_path_class,"flip-flop to flip-flop",
clock_tree,htreeDepth,6,
final_timing,hold_viol,0,
clock_tree,cts_root_buf,"clkbuf_16",
yosys,synth.area.top_cells,"dfrtp_1 (52%), mux2_2 (24%), edfxtp_1 (5.1%)",
power,leakage,195.0,nW
job,maxCapViolCount,1,
setup_path,path_delay_family,"buffers and inverters",
drt,detail-route-antenna-nets,0,
finish,final_util,35.41,%
power,fin_total_pwr,102.3,mW
drt,wl_per_cell,35.97,um
finish,lay_top_count,"mux2_2",
final_timing,finalWorstSetupSlack,-0.1268,ns
setup_path,path_cells,"buf_12, buf_12, nor4bb_4, buf_4, buf_12, buf_4, nand3_1, nand4_1, nor4_1, nand4_1, buf_12, nor4_1, buf_4, o221ai_1, buf_4, clkdlybuf4s50_1",
setup_path,startpoint_type,"input port",
yosys,top_cell_area_share,52.43,%
setup_path,max_stage_delay,0.93,ns
final_timing,fin_skew,0,ns
finish,comb_area,140000,sq um
placement,routabilityCongestion,1.030,
die,core_util_floorplan,30.11,%
finish,top_register,"RAM_data",
finish,largest_register_ffs,8192,
yosys,ys_cells,26363,
drt,drtPass1Iterations,8,
drt,wirelength,1554000,um
grt,grt_pass1_vias,253864,
yosys,synth_area_per_cell,13.55,sq um
yosys,yosys.area.top_type,"dfrtp_1",
die,io_pins,100,
yosys,synth_area,357100,sq um
grt,antenna_found_initial,155,
finish,final_layout_size_suffix_gt1_share,42.71,%
power,ir_drop,249.2,uV
final_timing,worst_pin_slew,1.591,ns
setup_path,crit_arrival,5.81,ns
setup_path,rrSetupSlack,6.15,ns
drt,num_vias,249950,
finish,fin_area,420000,sq um
clock_tree,cts.sinks,8192,
final_timing,max_freq,138.4,MHz
run_status,violations,"max-capacitance violations, max-slew violations, negative setup slack",
final_timing,setup_violations,14,
setup_path,cp.required,5.68,ns
run_status,status,"finished, violations left",
finish,layout_top_cells,"mux2_2 (7542), dfrtp_1 (7482), a22oi_1 (2321)",
finish,syn_to_final_growth,17.61,%
drt,avgViaCountPerCell,5.786,
grt,track_usage,26.61,%
yosys,yosys.stat.chipArea,357100,sq um
placement,placed_area,390100,sq um
die,die_w,1093,um
die,rows,400,
setup_path,path_buffers,9,
finish,final.fill_count,111227,
final_timing,period_used_share,101.8,%
setup_path,cpMaxStageDelayCell,"nor4_1",
clock_tree,clock_latency,1.15,ns
clock_tree,cts_tree,"yes",
final_timing,max_slew_margin,-6.326,%
yosys,synthArstFlopShare,92.58,%
grt,grt_first_pass_wirelength,2124000,um
placement,dpl.hpwl,1057000,um
yosys,ff_type,"dfrtp_1",
job,warning_count,177,
final_timing,drv_slew,11,
finish,seq_area,208200,sq um
placement,port_buffers,75,
die,die-area,1195000,sq um
clock_tree,hold_buffers,0,
die,die.size.y,1093,um
yosys,synth-edff-count,608,
setup_path,cp_max_fo,32,
die,core_area,1186000,sq um
yosys,ys_seq_share,58.29,%
grt,grt_start_max_net_pins,136,
finish,largestRegisters,"RAM_data (8192)",
setup_path,crit_path_end_kind,"output pin",
==> cells in the mapped netlist, types with 86 or more instances <==
cell and n:
a2111oi_0 102, a21oi_1 313, a221oi_1 97, a222oi_1 100, a22o_1 360, a22oi_1 2323
a32oi_1 229, and3_1 331, buf_1 650, buf_2 590, clkbuf_1 1519, dfrtp_1 7482
dfstp_2 102, edfxtp_1 608, mux2_1 86, mux2_2 7542, nand2_1 529, nand3_1 1197
nand4_1 504, nor2_1 160, nor4_1 292, o21ai_0 89, o22ai_1 400
==> report_power, final <==
part           total [mW]  switching (mW)  internal, mW
registers            50.2           0.987          49.2
logic                6.13            3.94          2.19
clock network        45.9            19.5          26.4
==> stage by stage <==
step           hold slack [ns]  setup slack, ns  instances  setup TNS [ns]
2_1_floorplan           0.4557          -124.50      26363               -
3_3_place_gp            0.4694           -1.206      41376          -11.59
3_5_place_dp            0.4804           -1.074      41376          -10.55
4_1_cts                 0.4921          -0.1441      42981         -0.1441
5_1_grt                 0.5006         -0.01124      43111        -0.01124
6_report                0.4875          -0.1268      43200         -0.7469
==> layer usage <==
metal	vias to the layer above	global-route usage [%]	part of all wire (%)
li1	100744	-	-
met1	132183	31.31	35
met2	13080	35.79	41
met3	3823	17.14	15
met4	120	17.16	8.3
met5	-	2.500	0.24
==> cell type report <==
type                            count  share of cell area (%)
Antenna cell                      203                  0.1209
Clock buffer                     1334                   6.091
Clock inverter                    254                  0.6941
Inverter                            9                0.008937
Multi-Input combinational cell  15334                   33.32
Sequential cell                  8192                   49.56
Tap cell                        15678                   4.671
Timing Repair Buffer             2196                   5.527
==> path summary, 6_finish.rpt <==
| path | depth (start not counted) | start | end |
|---|---|---|---|
| max in group asynchronous | 7 | reset | RAM_data[149][0] |
| max | 16 | Address[6] | Mem_data[6] |
| min | 1 | RAM_data[76][8] | RAM_data[76][8] |
| max reg2reg | 1 | RAM_data[81][30] | RAM_data[81][30] |
| min reg2reg | 1 | RAM_data[76][8] | RAM_data[76][8] |
| min in group asynchronous | 3 | reset | RAM_data[194][16] |
==> timing repair <==
| action | 4_1_cts | 5_1_grt |
|---|---|---|
| setup buffers | 16 | 16 |
| setup endpoints to repair | 32 | 26 |
| pin swaps | 18 | 17 |
| cloned | 1 | 2 |
| resized | 51 | 60 |
==> cell families after synthesis <==
kind of cell	count (synthesis)	synth area share, %
DFF	8192	58.29
muxes	7631	24.06
AOI/OAI and AO/OA	4347	9.197
and+or+nand+nor	3353	5.148
buffers and inverters	2837	3.293
xor gates and xnor gates	3	0.007359
Power figures rest on the tool's default switching activity, not on a simulated workload.
